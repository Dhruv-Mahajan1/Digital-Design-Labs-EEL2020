$ cat config.mk
export PLATFORM = sky130hd
export DESIGN_NAME = CarrySelectAdder
export DESIGN_NICKNAME = CarrySelectAdder
export VERILOG_FILES = /design/flow/design.v
export SDC_FILE = /design/flow/constraint.sdc
export NUM_CORES = 4
export LEC_CHECK = 1
export CORE_UTILIZATION = 40
$ cat constraint.sdc
current_design CarrySelectAdder

set clk_period 24.5
set clk_io_pct 0.2

create_clock -name clk0 -period $clk_period

set non_clock_inputs [all_inputs -no_clocks]
set_input_delay [expr $clk_period * $clk_io_pct] -clock clk0 $non_clock_inputs
set_output_delay [expr $clk_period * $clk_io_pct] -clock clk0 [all_outputs]
$ cat design.v
`timescale 1ns / 1ps
module CarrySelectAdder(input [31:0] A, 
input[31:0]B, input cin,
output [31:0] S,
output cout);
wire [31:0] temp0,temp1,carry0,carry1;
genvar i;
Full_Adder F0(A[0],B[0],0,temp0[0],carry0[0]);
for(i = 1;i<32 ; i=i+1)
begin
Full_Adder F1(A[i],B[i],carry0[i-1],temp0[i],carry0[i]);
end
Full_Adder F2(A[0],B[0],1,temp1[0],carry1[0]);
for(i = 1;i<32 ; i=i+1)
begin
Full_Adder F0(A[i],B[i],carry1[i-1],temp1[i],carry1[i]);
end
multiplexer mux1(carry0[31],carry1[31],cin,cout);
for(i = 0; i<32 ; i=i+1)
begin
multiplexer mux2(temp0[i],temp1[i],cin,S[i]);
end
endmodule
module multiplexer(input i0,i1,s,output reg bitout);
always@(i0,i1,s)
begin
if(s == 0)
bitout = i0;
else
bitout = i1;
end
endmodule
`timescale 1ns / 1ps
module Half_Adder(a,b,sum,carry );
    input a,b;
    output sum ,carry;
    assign sum=a^b;
    assign carry=a&b;
endmodule
module Full_Adder(a,b,c,sum,carry);
    input a,b,c;
    output sum,carry;
    wire sum1,carry1,carry2;
    Half_Adder H1(b,c,sum1,carry1);
    Half_Adder H2(a,sum1,sum,carry2);
    assign carry=carry1|carry2; 
endmodule
module SevenSegmentDisplay(Hex,Led);
    input [0:3] Hex;
    output reg [1:7] Led;
    always@(Hex)
        begin
            case(Hex)
                0 : Led = 7'b1111110;
                1 :  Led = 7'b0110000;
                2 :  Led  = 7'b1101101;
                3 :  Led = 7'b1111001;
                4 :  Led  = 7'b0110011;
                5 :  Led  = 7'b1011011;
                6 :  Led   = 7'b1011111;
                7 :  Led  = 7'b1110000;
                8 :  Led   = 7'b1111111;
                9 :  Led   = 7'b1111011;
                default: Led = 7'b0000000; 
            endcase
        end  
endmodule
module FourBitAdder(
    input [3:0] A,
    input [3:0] B,
    input Cin,
    output [3:0]Sum,
    output Cout
);
    wire [3:0] carry;
    assign carry[0]=Cin;
    Full_Adder F1(A[0],B[0],carry[0],Sum[0],carry[1]);
    Full_Adder F2(A[1],B[1],carry[1],Sum[1],carry[2]);
    Full_Adder F3(A[2],B[2],carry[2],Sum[2],carry[3]);
    Full_Adder F4(A[3],B[3],carry[3],Sum[3],Cout);
endmodule
module BCDAdder(
    input [3:0] A,
    input [3:0] B,
    input Cin,
    output [3:0]Sum,
    output Cout,
    output [6:0] led
);
    reg [3:0] SixOrZero;
    wire temp1,temp2,temp3,temp4,temp5;  
    wire [3:0] sum1 ;
    FourBitAdder F11(A,B,Cin,sum1,temp1);
    assign temp2=sum1[3]&sum1[2];
    assign temp3=sum1[3]&sum1[1];
    assign temp4=temp1|temp2|temp3;
    assign Cout=temp4;
    always @(temp4)
    begin
        if (temp4==1) SixOrZero=4'b0110;
        else SixOrZero=4'b0000;
    end
    FourBitAdder F12(sum1,SixOrZero,0,Sum,temp5);
    SevenSegmentDisplay s1(Sum,led);
endmodule
$ cat run.sh
#!/bin/bash
# OpenROAD 26Q1-2900-gdf79404cd8, Yosys 0.63+post, stock flow scripts
make -C /OpenROAD-flow-scripts/flow DESIGN_CONFIG=/design/flow/config.mk WORK_HOME=/design/flow/orfs finish
==> impl_metrics.ini <==
; synthesis and place-and-route metrics
[global_route]
grt_max_degree = 35
track_usage_pct = 15.6
grt_overflow_total = 0
grt_pass1_vias = 1629
grt_pass1_wl_um = 7100
grt_antenna_before_repair = 0

[floorplanning]
chipArea_sq_um = 5680
chipWidth_um = 75.4
chipHeight_um = 75.4
fp_util_pct = 41.9
fp-row-count = 26
fp.coreArea_sq_um = 5140
ios = 98

[critical_path]
cp-end-kind = output port
critPathMaxFanout = 3
crit_arrival_ns = 19.12
critical_path.most_common_cell = a21o_1
slowest_delay_ns = 0.47
required_ns = 19.60
crit_type = in -> out
start_kind = primary input
slowest_stage = clkdlybuf4s50_1

[sta]
hold_viol = 0
post-route-period-util_pct = 98.0
setup_violations = 0
max_slew.worst_pin.slew_ns = 0.577
fmax_mhz = 41.6
maxSlewViolCount = 0
worst_slack_ns = 0.479
period_needed_ns = 24.02
slew_headroom_pct = 61.5

[cells_and_area]
seq_cell_count = 0
drive_above_1_share_pct = 15.1
fin_util_pct = 66.7
area_delta_synth_final_pct = 59.3
regArea_sq_um = 0
nClkBuffers = 0

[pwr]
total_power_uw = 151
vdd_drop_max_v = 0.0000256
p_leak_nw = 1.63
pwr_density_cell_nw_per_um2 = 44.0

[synth]
ys_top_logic_family = adder cells
top_cells_by_area = ha_1 36%, a21o_1 21%, mux2i_1 14%, xnor2_1 13%, buf_4 11%
top_cell = ha_1
ys_sh_simple_pct = 0.581
yosysUniqueCellTypes = 11
synth-xor-area-share_pct = 13.4
ys_cells = 227
yosys.area_share.adder_pct = 36.0
synth_seq_share_pct = 0
mux_area_share_pct = 14.4
top_area_share_pct = 36.0
syn_inst = 227
yosys.area_share.aoi_pct = 21.7
syn_area_sq_um = 2150
syn_avg_cell_area_sq_um = 9.48
top_area_cell = ha_1
ys_area_sq_um = 2150
yosysWarnings = 3
ys_top_cells_by_count = 62 x ha_1, 60 x a21o_1, 33 x xnor2_1

[route]
route.detailed.drc = 0
drtPass1Iterations = 4
first_iter_violations = 26
viasPerCell = 4.97
antennaDiodeCount = 0
vias = 1798
drt_wl_total_um = 4720
wl_per_cell_um = 13.0
antenna_left = 0

[flow_run]
drv_cap = 0
log.warning_count = 33

[hold_path]
worstHoldPathType = in -> out

[placed_design]
gp_congestion = 0.751
dp_hpwl_um = 3620
dp_slack_ns = -0.887
portBuffers = 98

[outcome]
outcome = completed

[clock_network]
cts_hold_buf = 0
## layout make-up
type | instances | area, sq um
Multi-Input combinational cell | 191 | 2350
Fill cell | 444 | 1710
Timing Repair Buffer | 101 | 995
Tap cell | 70 | 87.6
## kinds of logic after synthesis
| kind of cell | after synthesis |
|---|---|
| AOI/OAI and AO/OA | 63 |
| xor gates and xnor gates | 33 |
| adders and majority gates | 62 |
| buffers and inverters | 36 |
| muxes | 31 |
| and+or+nand+nor | 2 |
## critical path: cells and delay by family
kind	cells	cell delay, ns
multiplexers	1	0.16
AND/OR/NAND/NOR	1	0.16
buffers and inverters	2	0.72
AND-OR/OR-AND	30	5.28
XOR/XNOR	1	0.13
adder cells (fa/ha/maj)	31	7.76
## per-layer routing
layer,share of wire [%],vias up,GRT usage (%)
li1,-,946,-
met1,51,809,24.4
met2,45,43,25.7
met3,3.8,0,0.134
met4,0,0,0
met5,0,-,0
## worst paths after layout
| kind | start | to | slack (ns) | depth (start not counted) |
|---|---|---|---|---|
| max | A[0] | S[31] | 0.48 | 66 |
| min | B[0] | S[0] | 10.66 | 4 |
## through the flow
stage / hold WS [ns] / std cells / area (sq um) / setup TNS (ns)
2_1_floorplan: 9.91 / 227 / 2150 / 0
4_1_cts: 10.67 / 362 / 3220 / 0
3_3_place_gp: 10.79 / 362 / 2940 / -1.96
6_report: 10.66 / 362 / 3430 / 0
5_1_grt: 10.73 / 362 / 3430 / -0.00232
3_5_place_dp: 10.78 / 362 / 2940 / -2.13
## repair_timing
action	4_1_cts	5_1_grt
resized	26	17
buffers inserted	0	0
endpoints found under the setup margin	3	3
pin swaps	21	33
hold endpoints to repair	0	0
## placed cells by master, fill, tap and decap left out
cell | Yosys | routed
a21oi_1 | 2 | 2
buf_4 | 32 | 3
buf_2 | 0 | 1
and2_1 | 1 | 1
mux2i_1 | 31 | 31
or2_4 | 0 | 1
a21o_1 | 60 | 60
xnor2_1 | 33 | 33
ha_1 | 62 | 23
a211oi_1 | 1 | 1
ha_4 | 0 | 39
clkdlybuf4s50_1 | 0 | 94
dlygate4sd2_1 | 0 | 3
## power by group
part	leakage (nW)	internal [mW]	total [mW]	switching, mW
clock network	0	0	0	0
logic	1.63	0.0972	0.151	0.0536
registers	0	0	0	0
No activity file was given, so power comes from the tool's default toggle rates.
