==> ./design.v <==
`timescale 1ns / 1ps
module ALU(
input [31:0] A,B,
input [2:0] inp,
output reg [31:0] out
    );
always @(A,B,inp)
    begin
        case(inp)
            3'b000: out= 0;
            3'b001: out = A+B;
            3'b010: out= A - B;
            3'b011: out = A << 1;
            3'b100: out = A>> 1;
            3'b101: out = A & B;
            3'b110: out = A | B;
            3'b111: out = A^B;
        endcase
    end
endmodule
==> ./run.sh <==
#!/bin/bash
# OpenROAD 26Q1-2900-gdf79404cd8, Yosys 0.63+post, stock flow scripts
make -C /OpenROAD-flow-scripts/flow DESIGN_CONFIG=/design/flow/config.mk WORK_HOME=/design/flow/orfs finish
==> ./config.mk <==
export PLATFORM = sky130hd
export DESIGN_NAME = ALU
export DESIGN_NICKNAME = ALU
export VERILOG_FILES = /design/flow/design.v
export SDC_FILE = /design/flow/constraint.sdc
export NUM_CORES = 4
export LEC_CHECK = 1
export CORE_UTILIZATION = 40
==> ./constraint.sdc <==
current_design ALU

set clk_period 22.9
set clk_io_pct 0.2

create_clock -name clk0 -period $clk_period

set non_clock_inputs [all_inputs -no_clocks]
set_input_delay [expr $clk_period * $clk_io_pct] -clock clk0 $non_clock_inputs
set_output_delay [expr $clk_period * $clk_io_pct] -clock clk0 [all_outputs]
==> CHANGELOG.md <==
## Flow update

* Cell area after layout at 5760 um^2
* PortBufs at 99
* Seq_cells at 0
* Wire length per cell at 15.7 um
* RSZ-0062 raised after global routing: no
* Mean Syn Cell Area at 6.83 um^2
* Syn. warnings at 1
* Post-CTS sizing at 0
* GRT Total Usage at 0.232
* ANT cells at 0
* Fin crit share at 0.614
* Vias post-DR at 5065
* Vias in the first global route at 4611
* Crit path max fanout at 8
* Layout area overhead at 21.2%
* Pwr/cell area at 25.3 nW/um^2
* Critical path type: input port to output port
* Final WL at 14.2 mm
* Tool warning count at 65
* Final GP Congestion at 0.968
* Worst path arrival time at 9490 ps
* Fin crit period at 14070 ps
* Setup Buffers After CTS at 0
* Global-route wire length before repair at 23.5 mm
* CLK BUF at 0
* Max Slew Vio Count at 0
* Required time worst endpoint at 18320 ps
* Reg area at 0 um^2
* # Cells Yosys at 696
* Row count at 39
* Final Hold Vio Count at 0
* Slew HR at 0.402
* Outcome: completed
* Share of layout cells above drive strength 1 at 0.0381
* Setup-failing EPs final at 0
* Worst hold path type: input port to output port
* Post-route ant nets at 0
* Placed cell area at 5760 um^2
* Die width at 111 um
* CP Capture Type: output port
* Vias per inst at 5.60
* Sequential fraction of the synthesis area at 0
* Gr ovfl total at 0
* Hpwl dp at 11.0 mm
* Chip area in the Yosys report at 4750 um^2
* First DRT Iteration DRCs at 338
* Hold Buf Count CTS at 0
* Initial antenna violation count at 0
* Peak VDD IR at 8.28 uV
* Peak Freq at 71.1 MHz
* Initial core utilization at 0.413
* Core Area at 11500 um^2
* Die H at 111 um
* Worst setup SP type: input port
* Number of I/O pins at 99
* Synth Cell Area at 4750 um^2
* Worst-margin pin slew at 896 ps
* # fillers at 1130
* Largest net degree at the start of global routing at 79
* Setup TNS at 0 ps
* Leakage Power at 2.62 nW
* Max_cap viols at 0
* Die area at 12300 um^2
* Cells after Synth at 696
* Drt first pass iters at 21
* DRC viols at 0
* Cell Type Count at 61
per-layer routing:
metal  vias up  track usage  wire [um]
met5         -            0          0
met4         0      0.00360         14
met3         2      0.00613        678
met2       149        0.396       6420
met1      2294        0.346       7100
li1       2620            -          -
logic make-up after synthesis:
family	Yosys count	share of synthesized area
compound gates	249	0.332
simple gates	163	0.161
buf+inv	115	0.101
fa+ha+maj	97	0.257
xor+xnor	58	0.111
mux	14	0.0387
power breakdown:
part | switching, W | leakage [nW] | internal (W)
clock network | 0 | 0 | 0
registers | 0 | 0 | 0
logic | 0.0000748 | 2.62 | 0.0000711
total | 0.0000748 | 2.62 | 0.0000711
area by class of cell:
class,count,area (um^2),area share
well taps,143,179,0.0311
repair buffers,106,1030,0.179
inverters,74,278,0.0482
multi-input cells,581,4280,0.742
stage by stage:
stage | worst slack (ps) | hold slack (ps) | power, W | instances | utilization
2_1_floorplan | 10210 | 9260 | 0.0000903 | 696 | -
5_1_grt | 8540 | 10220 | 0.000163 | 904 | 0.500
3_3_place_gp | 8890 | 10170 | 0.000145 | 904 | 0.500
3_5_place_dp | 8840 | 10170 | 0.000145 | 904 | 0.500
6_report | 8830 | 10160 | 0.000146 | 904 | 0.500
4_1_cts | 8830 | 10170 | 0.000146 | 904 | 0.500
critical path, cell delays in order:
cell and delay, ps:
clkdlybuf4s50_1 480, or4_4 570, or4_4 460, nor2_4 110, and3_2 240, a41oi_1 160
xnor2_1 170, ha_1 380, a21o_1 210, a21oi_1 150, nor2b_1 70, o21ai_0 140
nand2b_1 70, a211oi_1 410, o22ai_1 230, a21oi_1 340, xnor2_1 90, o21ai_0 160
clkdlybuf4s50_1 480
path summary, 6_finish.rpt:
check / cells past startpoint / from / endpoint / slack, ps
setup / recovery: 19 / B[4] / out[29] / 8830
hold / removal: 5 / inp[2] / out[1] / 10160
Yosys cell counts (5+ instances only):
cell	instances	area [um^2]
xnor2_1	43	377
nand2_1	67	251
inv_1	74	278
mux2i_1	6	60.1
a21oi_1	51	255
o21a_1	6	45.0
nand3_1	9	45.0
clkbuf_1	31	116
o31ai_1	5	37.5
nor2b_1	9	56.3
nor3_1	7	35.0
o211ai_1	5	37.5
mux2_2	5	56.3
xor2_1	14	123
nand2b_1	6	37.5
a211oi_1	9	67.6
a22o_1	15	131
a22oi_1	20	150
nor2_1	40	150
ha_1	96	1200
a41oi_1	5	43.8
a31oi_1	13	81.3
a21o_1	17	128
o21ai_0	84	420
cell usage in the layout (no fill, tap or decap), types with 3 or more instances in the layout:
cell type / count
ha_1: 96
a222oi_1: 4
nand2b_1: 6
a21o_1: 17
buf_4: 7
a211oi_1: 9
mux2i_1: 6
a41oi_1: 5
nor3_1: 7
xor2_1: 14
o31ai_1: 5
nand4_1: 4
clkdlybuf4s50_1: 96
nor4_1: 4
o21ai_0: 84
o211ai_1: 5
a31oi_1: 13
a21oi_1: 51
nor2_1: 40
mux2_2: 5
inv_1: 74
a22oi_1: 20
mux4_2: 3
nor2b_1: 9
a22o_1: 15
xnor2_1: 43
o21a_1: 6
buf_2: 3
nand3_1: 9
nand2_1: 67
Power figures rest on the tool's default switching activity, not on a simulated workload.
