--- flow/design.v ---
`timescale 1ns / 1ps
module CarryLookAhead(A,B,Cin,OutputSum,out);
input [31:0] A,B;
input Cin;
output wire [31:0] OutputSum;
output out;
wire [8:0] Carry;
CarryLookAhead4Bit A1(A[3:0],B[3:0],Cin,OutputSum[3:0],Carry[0]);
CarryLookAhead4Bit A2(A[7:4],B[7:4],Cin,OutputSum[7:4],Carry[1]);
CarryLookAhead4Bit A3(A[11:8],B[11:8],Cin,OutputSum[11:8],Carry[2]);
CarryLookAhead4Bit A4(A[15:12],B[15:12],Cin,OutputSum[15:12],Carry[3]);
CarryLookAhead4Bit A5(A[19:16],B[19:16],Cin,OutputSum[19:16],Carry[4]);
CarryLookAhead4Bit A6(A[23:20],B[23:20],Cin,OutputSum[23:20],Carry[5]);
CarryLookAhead4Bit A7(A[27:24],B[27:24],Cin,OutputSum[27:24],Carry[6]);
CarryLookAhead4Bit A8(A[31:28],B[31:28],Cin,OutputSum[31:28],Carry[7]);
endmodule
module CarryLookAhead4Bit(A,B,Cin,OutputSum,out);
input [3:0] A,B;
input Cin;
output [3:0] OutputSum;
output out;
wire [3:0] C;
wire [3:0] G, P;
wire tempCarry;
assign  P=A^B;
assign  G=A&B;
assign  C[0]=G[0]|(P[0]&Cin);
assign  C[1]=G[1]|(P[1]&G[0])|(P[1]&Cin&P[0]);
assign  C[2]=G[2]|(P[2]&G[1])|(P[2]&P[1]&G[0])|(P[2]&P[1]&P[0]&Cin);
assign  C[3]=G[3]|(P[3]&G[2])|(P[3]&P[2]&G[1])|(P[3]&P[2]&P[1]&G[0])|(P[3]&P[2]&P[1]&P[0]&Cin);
assign OutputSum=C^P;
endmodule
--- flow/run.sh ---
#!/bin/bash
# OpenROAD 26Q1-2900-gdf79404cd8, Yosys 0.63+post, stock flow scripts
make -C /OpenROAD-flow-scripts/flow DESIGN_CONFIG=/design/flow/config.mk WORK_HOME=/design/flow/orfs finish
--- flow/config.mk ---
export PLATFORM = sky130hd
export DESIGN_NAME = CarryLookAhead
export DESIGN_NICKNAME = CarryLookAhead
export VERILOG_FILES = /design/flow/design.v
export SDC_FILE = /design/flow/constraint.sdc
export NUM_CORES = 4
export LEC_CHECK = 1
export CORE_AREA = 10 10 73 73
export DIE_AREA = 0 0 83 83
--- flow/constraint.sdc ---
current_design CarryLookAhead

set clk_period 1.5
set clk_io_pct 0.2

create_clock -name clk0 -period $clk_period

set non_clock_inputs [all_inputs -no_clocks]
set_input_delay [expr $clk_period * $clk_io_pct] -clock clk0 $non_clock_inputs
set_output_delay [expr $clk_period * $clk_io_pct] -clock clk0 [all_outputs]
==> run summary <==
Observations from the implementation run.

Worst setup path:
- The run puts the data arrival time of the critical path at 1.23 ns.
- The run gives the type of the setup path with the least slack as input pin to output pin.
- Per STA, the highest per-stage delay on the worst path measures 0.24 ns.
- The run puts the data required time at the worst endpoint at 1.20 ns.
- Traced cell by cell, the critical path runs through buf_6 -> ha_4 -> a21oi_4 -> buf_6 -> o21ai_4 -> a31oi_1 -> buf_2.
- Per the STA report, the cell with the highest stage delay on the worst path is ha_4.
- The run gives the category of the worst setup path capture point as an output pin.
- The run puts the largest fanout on the critical path at 2.
- The worst setup path is launched from an input pin.
- Counting stages on the worst path, the most repeated cell is buf_6.

Logic synthesis:
- Yosys attributes the largest share of cell area to ha_1 38%, nand2b_1 12%, mux2i_1 10%, o21ai_0 9.9%, inv_1 6.0%.
- Sorting the Yosys area breakdown by cell type puts at the top ha_1.
- The synthesized netlist devotes 14.67% of its cell area to simple gates.
- The run puts the synthesized-area fraction occupied by adder cells at between 30% and 40%.
- The run gives the top-area cell type share of the netlist area as between 30 and 40%.
- For this run, the register share of the synthesized area comes to 0%.
- The run gives the mean post-synth cell area as roughly 7.5 µm².
- The run gives the area fraction in mux cells as between 10% and 20%.
- The run gives the post-synthesis compound-gate area fraction as 26.17%.
- The run puts the xor/xnor share of the synthesized area at 0%.
- The run gives the cell area after technology mapping as 1066 µm².
- The run puts the number of distinct library cells after synthesis at 19.
- In the synthesized netlist, the number of instances is about 140.
- The run gives the number of cells in the yosys synthesis report as 142.
- Among the non-sequential cells, adder cells take the most area.
- The run puts the summed standard-cell area reported by yosys at 1066 µm².
- The synthesis report lists the Yosys warning total as 1.

Final timing:
- The run gives the total count of hold-check failures in the final report as 0.
- Setup repair after global routing could not meet its margin everywhere.
- After layout, the minimum clock period comes to 1.535 ns.
- The run gives the highest clock rate as 651.5 MHz.
- The run puts the final period utilization at 102.3%.
- The run gives the number of setup violations in the final report as 2.
- The run puts the final count of pins violating max slew at 0.
- The run gives the tightest hold margin as 1.008 ns.
- In the post-route analysis, the smallest setup slack over all paths is -0.03490 ns.

Global route:
- Entering global routing, the biggest net connects 8 pins.
- The run puts the number of global-route vias before repair at about 1600.
- The run gives the total congestion overflow as 0.
- The first global-routing pass estimated 7.334 mm of wire.
- The run puts the total track usage at 11.81%.
- The initial antenna violation count came to 0.

Flow run:
- The tool flagged a number of max-cap violations equal to 0.
- The run puts the count of warning messages emitted by the tools at 34.

Die:
- The run puts the floorplan die area at about 7000 µm².
- The run puts the starting density of the core at 28.48%.
- The run gives the number of rows created at floorplan as 22.
- The run gives the die boundary width as around 83 µm.
- The run gives the vertical die dimension as slightly above 80 µm.
- The run gives the placeable core region as 3744 µm².
- a little under 100 I/O pins were placed.

Layout:
- The area growth from synthesis to layout is 146.7%.
- Among logic cells in the layout, the one with the most instances is buf_2.
- The run puts the post-layout utilization of the core at 70.25%.
- The filler cells instantiated in the layout total between 200 and 300.
- The run gives the clock tree buffer count of the final layout as 0.
- The run gives the combined flip-flop and latch cell area as 0 µm².
- The run gives the flop count as 0.
- Ranking logic cells in the layout by count gives the top entries 36 x buf_2, 31 x ha_4, 25 x buf_4, 20 x nand2b_1, 18 x clkdlybuf4s15_1.
- The run gives the fraction of layout instances using a drive strength above 1 as around 60%.

Status:
- The flow ran to the end, but the final reports show violations.
- The checks that failed: negative setup slack.

Placed design:
- Buffers placed on the I/O ports in this run total 97.
- The run gives the detailed placement HPWL as 3.476 mm.
- The run gives the final weighted congestion in routability-driven placement as between 0.8 and 0.9.
- Timing analysis after detailed placement gives a worst setup slack of -0.8196 ns.

Pwr:
- The run gives the static leakage as between 1 and 1.5 nW.
- The run puts the overall power after layout at 0.9099 mW.
- The run puts the worst IR drop on VDD at 0.0001743 V.
- The run puts the ratio of total power to cell area at about 350 nW/µm².

Hold path:
- The run gives the worst min-delay path category as input pin to output pin.

Drt:
- In the log, the iteration count for the first detailed-route pass is 4.
- For this run, the script counts the antenna cells in the layout as 0.
- For this run, design rule violations remaining after detail routing come to 0.
- The run puts the wire length per cell at around 14 µm.
- The run puts the wire length reported by the detailed router at 4.530 mm.
- Detailed-route iteration 0 reported a violation count of 36.
- The final route contains 1509 vias.
- The script logs the ratio of routed vias to standard cells as 4.760.
- The run gives the remaining number of nets flagged by the antenna check after routing as 0.

Clocking:
- The run gives the number of buffers added to fix hold violations after cts as 0.
[cells by family (layout without fill, tap and decap cells)]
family,count (synthesis),in the layout
AND/OR/NAND/NOR,27,27
multiplexers,14,14
adder cells (fa/ha/maj),32,32
AND-OR/OR-AND,49,49
buffers and inverters,19,146
other,1,1
[routing by layer]
layer / up-vias / GRT usage (%) / wire, µm
li1: 774 / - / -
met2: 54 / 20.46 / 2095
met3: 0 / 3.150 / 298
met1: 681 / 15.06 / 2136
met5: - / 0 / 0
met4: 0 / 0 / 0
[per-stage QoR]
step / instances / setup TNS [ns] / area (µm²)
floorplan: 142 / 0 / 1066
global placement: 310 / -22.40 / 2278
detailed placement: 310 / -22.46 / 2278
CTS: 318 / -0.01626 / 2516
global route: 317 / -0.4071 / 2630
finish: 317 / -0.05961 / 2630
[final cells by class]
type / instances / area (µm²) / area share [%]
Timing Repair Buffer: 129 / 999.7 / 38.01
Multi-Input combinational cell: 123 / 1506 / 57.28
Tap cell: 48 / 60.06 / 2.284
Inverter: 17 / 63.81 / 2.426
[critical path, delay by kind of cell]
family                     cells  cell delay [ns]
AOI/OAI and AO/OA              3             0.36
adders and majority gates      1             0.24
buffers and inverters          3             0.34
[path summary, 6_finish.rpt]
check,start,to,depth (start not counted),slack [ns]
worst max-delay path,A[24],OutputSum[27],7,-0.03
worst min-delay path,B[25],OutputSum[25],4,1.01
[timing repair]
item | in CTS | in global routing
pin swaps | 56 | 36
cloned | 0 | 0
setup buffers | 11 | 0
endpoints found under the setup margin | 32 | 27
resized | 311 | 68
[synth_stat cells]
library cell	number
ha_1	32
o21ai_0	21
nand2b_1	20
inv_1	17
mux2i_1	11
o21ai_1	9
a21oi_1	7
a31oi_1	7
mux2_2	3
nor2_1	3
a21oi_2	2
nand3_1	2
o21ai_2	2
a221oi_2	1
buf_4	1
buf_6	1
conb_1	1
nand2_1	1
nor2b_1	1
[where the power goes]
part / internal, mW / switching, mW
registers: 0 / 0
logic: 0.563 / 0.347
clock network: 0 / 0
total: 0.563 / 0.347
Power is estimated from default activity; no workload was simulated.
